==> design/flow/design.v <==
`timescale 1ns / 1ps
module MIO_BUS(
    input [1:0]   mem_w,
    input [15:0]  sw_i,                
    input [31:0]  cpu_data_out,        
    input [31:0]  cpu_data_addr,       
    input [31:0]  ram_data_out,        
    output reg [31:0]  cpu_data_in,    
    output reg [31:0]  ram_data_in,    
    output reg [6:0]   ram_addr,       
    output reg [31:0]  cpuseg7_data,   
    output reg [1:0]   ram_we,         
    output reg seg7_we                 
);
  always @* begin
    ram_addr = 7'h0;
    ram_data_in = 32'h0;
    cpuseg7_data = 32'h0;
    cpu_data_in = 32'h0;
    seg7_we = 0;
    ram_we = 2'b00;
    case(cpu_data_addr[31:0])
      32'hffff0004:  
        cpu_data_in = {16'h0, sw_i};
      32'hffff000c: begin  
        cpuseg7_data = cpu_data_out;
        seg7_we = mem_w;
        end
      default: begin
        ram_addr = cpu_data_addr[8:2];
        ram_data_in = cpu_data_out;
        ram_we = mem_w;
        cpu_data_in = ram_data_out;
      end
    endcase
  end
endmodule
==> design/flow/run.sh <==
#!/bin/bash
# OpenROAD 26Q1-2900-gdf79404cd8, Yosys 0.63+post, stock flow scripts
make -C /OpenROAD-flow-scripts/flow DESIGN_CONFIG=/design/flow/config.mk WORK_HOME=/design/flow/orfs finish
==> design/flow/config.mk <==
export PLATFORM = sky130hd
export DESIGN_NAME = MIO_BUS
export DESIGN_NICKNAME = MIO_BUS
export VERILOG_FILES = /design/flow/design.v
export SDC_FILE = /design/flow/constraint.sdc
export NUM_CORES = 4
export LEC_CHECK = 1
export CORE_AREA = 10 10 93 93
export DIE_AREA = 0 0 103 103
==> design/flow/constraint.sdc <==
current_design MIO_BUS

set clk_period 11.1
set clk_io_pct 0.2

create_clock -name clk0 -period $clk_period

set non_clock_inputs [all_inputs -no_clocks]
set_input_delay [expr $clk_period * $clk_io_pct] -clock clk0 $non_clock_inputs
set_output_delay [expr $clk_period * $clk_io_pct] -clock clk0 [all_outputs]
==> CHANGELOG.md <==
### Metrics

* Status: finished, final reports clean
* Wl on met1 at 2.88 mm
* Flop Count at 0
* Total leakage power at 0.00129 uW
* DR top layer: met4
* Clock buffers at 0
* Switching Fraction at 19.4%
* Metal3 WL at 1.03 mm
* Pin count of the biggest net entering global routing at 69
* Die X-Extent at 103 um
* Synthesized area at 1020 um^2
* Filler Cells Inserted at 629
* Data arrival, critical path at 5.09 ns
* Worst path slowest cell: nand4_1
* Crit end category: output port
* Antenna Nets Post-Route at 0
* GPL Wtd Cong at 0.879
* Worst-Margin Slew at 0.678 ns
* Synthesized area per cell at 6.08 um^2
* Overall power at 82.1 uW
* CP required at 8.88 ns
* Peak supply drop at 12.1 uV
* Dominant logic cell types in the final layout: clkdlybuf4s50_1, and2_1, and3_1
* Max-slew violations at 0
* Initial antenna violation count at 0
* Yosys cell count at 168
* PD cells at 25.4 nW/um^2
* Post-Synthesis Cells at 168
* Post-synthesis sequential area ratio at 0%
* CP most frequent cell: clkdlybuf4s50_1
* Critical path, cell by cell: clkdlybuf4s50_1, nor4b_1, nand4_1, nor2_1, buf_4, and3_1, clkdlybuf4s50_1
* Metal2 WL at 3.93 mm
* Number of logged tool warnings at 32
* Gr ovfl total at 0
* Die area at 10,600 um^2
* CP Launch Type: input port
* Slew headroom at 54.7%
* DRC at 0
* Hold WC Path Type: in2out
* # port buffers at 220
* Period utilisation layout at 65.9%
* Internal at 66.1 uW
* Seq pwr share at 0%
* Post-DP HPWL at 6.74 mm
* CP top delay family: simple AND/OR/NAND/NOR gates
* Largest stage delay, worst path at 0.60 ns
* Period minus WS final at 7.31 ns
* Top cell excl fill/tap: clkdlybuf4s50_1
* Synth Warn # at 1
* Clk pwr share at 0%
* Vias/cell at 4.26
* Hold-fix buffers, CTS at 0
* CP Max Fanout at 27
* Gate power share at 100.0%
* Buffer-and-inverter tally for the worst setup path at 3
* Post CTS Setup Buffer Count at 0
* Gate Area at 910 um^2
* DR pass1 iterations at 4
* Chip Area, Yosys at 1020 um^2
* Post-cts resize count at 0
* Register cell area after layout at 0 um^2
* Initial Util at 15.1%
* Via Count at 1,902
* Net Sw Power at 15.9 uW
* Yosys cell types at 16
* DR iter-0 viols at 40
* Final Setup Violations at 0
* Num ports at 220
* ANT cells at 0
* Final Hold Violating Endpoints at 0
* Drt total wl at 7.88 mm
* FP Rows at 30
* Number of global-route vias before repair at 1,960
* First-pass GRT wire length at 10.7 mm
* Setup tns final at 0 ns
* WS Path Type: in2out
* RSZ-0062 raised after global routing: false
* Gr usage total at 12.8%
* Fmax at 137 MHz
* Layout cells sized above 1 at 4.90%
* Die Y at 103 um
* Maxcap violations at 0
* DR WL/cell at 17.6 um
* Layout area overhead at 216%
* Core Region at 6760 um^2
metrics by stage:
| step | hold WS [ns] | instances | util, % | setup slack [ns] | instance area [um^2] |
|---|---|---|---|---|---|
| after global placement | 5.29 | 447 | 47.8 | 3.68 | 3230 |
| after floorplan | 4.48 | 168 | - | 5.30 | 1020 |
| after CTS | 5.29 | 447 | 47.8 | 3.76 | 3230 |
| after detailed placement | 5.28 | 447 | 47.8 | 3.78 | 3230 |
| final | 5.28 | 447 | 47.8 | 3.79 | 3230 |
| after global routing | 5.31 | 447 | 47.8 | 3.38 | 3230 |
path summary, 6_finish.rpt:
kind                     endpoint  cells after the start  slack, ns               from
setup / recovery  cpuseg7_data[3]                      7       3.79  cpu_data_addr[12]
hold / removal        ram_addr[3]                      2       5.28   cpu_data_addr[5]
synthesized netlist by cell type:
cell	n	area (um^2)
and2_4	15	131
o21ai_0	29	145
and2_1	37	231
clkbuf_1	18	67.6
nor2_1	1	3.75
o21ai_1	3	15.0
nand2b_1	16	100
nand4_1	4	25.0
and3_1	33	206
clkbuf_2	2	10.0
nand3_1	1	5.00
or2_4	1	8.76
or4_1	1	7.51
nor4b_1	2	17.5
buf_6	3	33.8
nor4_1	2	12.5
metal layers:
layer  global-route usage, %  up-vias
met3                    5.42        2
li1                        -      967
met2                    24.0      127
met4                   0.642        0
met5                       0        -
met1                    13.4      806
cell type report:
type | instances | share of cell area, %
Multi-Input combinational cell | 145 | 28.2
Tap cell | 80 | 3.10
Timing Repair Buffer | 222 | 68.7
power groups by stage:
stage	clock [uW]	combinational [uW]	sequential, uW
after CTS	0	83.9	0
after global routing	0	88.7	0
final	0	82.1	0
cell families (layout without fill, tap and decap cells):
logic type,after synthesis,in the layout,synth area share (%)
AOI/OAI and AO/OA,32,32,15.7
buffers and inverters,23,222,10.9
and+or+nand+nor,113,113,73.4
Power and IR drop assume default switching activity.
